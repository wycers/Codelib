### /design/flow/run.sh
#!/bin/bash
# OpenROAD 26Q1-2900-gdf79404cd8, Yosys 0.63+post, stock flow scripts
make -C /OpenROAD-flow-scripts/flow DESIGN_CONFIG=/design/flow/config.mk WORK_HOME=/design/flow/orfs finish
### /design/flow/config.mk
export PLATFORM = sky130hd
export DESIGN_NAME = memorio
export DESIGN_NICKNAME = memorio
export VERILOG_FILES = /design/flow/design.v
export SDC_FILE = /design/flow/constraint.sdc
export NUM_CORES = 4
export LEC_CHECK = 1
export CORE_AREA = 10 10 91 91
export DIE_AREA = 0 0 101 101
### /design/flow/constraint.sdc
current_design memorio

set clk_period 1.0
set clk_io_pct 0.2

create_clock -name clk0 -period $clk_period

set non_clock_inputs [all_inputs -no_clocks]
set_input_delay [expr $clk_period * $clk_io_pct] -clock clk0 $non_clock_inputs
set_output_delay [expr $clk_period * $clk_io_pct] -clock clk0 [all_outputs]
### /design/flow/design.v
`timescale 1ns / 1ps
module memorio(caddress,address,memread,memwrite,ioread,iowrite,mread_data,ioread_data,wdata,rdata,write_data,LEDCtrl,SwitchCtrl);
    input[31:0] caddress;        
    input memread;				 
    input memwrite;				 
    input ioread;				 
    input iowrite;				 
    input[31:0] mread_data;		 
    input[15:0] ioread_data;	 
    input[31:0] wdata;			 
    output[31:0] rdata;			 
    output[31:0] write_data;     
    output[31:0] address;        
    output LEDCtrl;				 
    output SwitchCtrl;           
    reg[31:0] write_data;
    wire iorw;
    assign  address = caddress;
    assign  rdata = (memread)? mread_data : { 16'b0, ioread_data}  ;
    assign  iorw = (iowrite||ioread);
	assign	LEDCtrl = iowrite;
	assign	SwitchCtrl =ioread;
    always @* begin
        if((memwrite==1)||(iowrite==1)) begin
            write_data = (iowrite) ? {16'b0 ,wdata[15:0] } : wdata ;
        end else begin
            write_data = 32'hZZZZZZZZ;
        end
    end
endmodule
==> results.txt <==
Outcome: finished with violations
Failing checks: setup timing
DRT Wirelength: 4.458 mm
Register area: 0 um^2
RSZ-0062 raised after global routing: yes
DRC viols: 0
Fp_density: 0.1241
Main area contributors after synthesis: buf_4 48%, mux2_2 23%, and2_1 13%
Top-area cell share: 0.4762
Slew @ Worst Pin: 0.09762 ns
GRT Overall Usage: 0.07477
Cell taking the most area after synthesis: buf_4
Antenna Diode Count: 0
Die height: 101 um
Gr ovfl total: 0
Max cap viols: 0
Synth-to-layout area growth: 134.4%
GP Congestion: 0.8105
Top cells by count: 50 x buf_4, 16 x and2_1, 16 x mux2_2, 16 x nor2b_1
Initial antenna violation count: 0
Final antenna-violating net count: 0
Arr. time, crit path: 0.97 ns
Tool warning count: 35
CP startpoint kind: input port
Row cnt: 29
Final non-filler cell total: 256
Number of global-route vias before repair: 999
Number of fill cells in the layout: 675
Maximum vdd ir drop: 0.0001755 V
Slew Viols, Final: 0
LEAKAGE: 1.028 nW
Finish-stage setup viols: 20
Mapped Area: 788.3 um^2
Vias: 965
Final Core Density: 0.2910
Mean post-synth cell area: 7.728 um^2
Most common cell in the synthesized netlist: buf_4
Max_slew headroom: 0.9348
Placed cell count: 245
Die X: 101 um
Post-DP HPWL: 3.737 mm
Fin crit period: 1.169 ns
Worst Slack Setup Final: -0.1687 ns
Fmax: 855.6 MHz
Yosys cell types: 6
Yosys cell count: 102
Post-synth seq share: 0
Pwr Total: 671.6 uW
I/O pin total: 214
Max FO, Critical Path: 7
Cycle use final: 1.169
PD cells: 363.4 nW/um^2
Core Region: 6350 um^2
PortBufs: 115
Vias/cell: 3.770
Chip Area, Yosys: 788.3 um^2
Synth Warn #: 2
Registers: 0
Crit path DRT: 0.80 ns
Die ar.: 10,200 um^2
Worst hold-check path type: in -> out
Critical path class: in -> out
Mapped Cells: 102
Largest net degree at the start of global routing: 8
Final hold violation count: 0
Critical path capture point type: primary output
Setup TNS: -1.890 ns
Per-cell routed wire length: 17.41 um
First-pass GRT wire length: 5.996 mm
Layout clock buffers: 0
Layout cell share with drive strength beyond 1: 0.5587
DRT iter0 DRCs: 8
Pre-Repair DR Iteration Count: 4
layer usage:
metal | part of all wire | track usage | vias to the layer above
met5 | 0 | 0 | -
met4 | 0.015 | 0.01072 | 0
met3 | 0.19 | 0.05544 | 12
met2 | 0.40 | 0.1125 | 119
met1 | 0.40 | 0.08518 | 412
li1 | - | - | 422
worst max-delay path: stages:
cell	delay, ns
buf_12	0.12
buf_12	0.14
buf_6	0.11
mux2_4	0.29
buf_6	0.11
cell usage in the layout (no fill, tap or decap):
| cell type | instances |
|---|---|
| dlygate4sd2_1 | 52 |
| buf_6 | 35 |
| buf_2 | 20 |
| and2_4 | 16 |
| mux2_4 | 15 |
| nor2b_1 | 13 |
| dlymetal6s2s_1 | 8 |
| clkdlybuf4s50_1 | 5 |
| buf_4 | 4 |
| buf_12 | 3 |
| nor2b_4 | 2 |
| buf_8 | 2 |
| nor2b_2 | 1 |
| mux2_2 | 1 |
| buf_16 | 1 |
| clkdlybuf4s15_1 | 1 |
final cells by class:
cell class | count | area (um^2) | share of cell area
well taps | 77 | 96.34 | 0.05213
multi-input cells | 48 | 494.2 | 0.2674
repair buffers | 131 | 1257 | 0.6804
cell families (layout without fill, tap and decap cells):
kind of cell / Yosys count / count (layout) / synth area share
muxes: 16 / 16 / 0.2286
and+or+nand+nor: 32 / 32 / 0.2540
buffers and inverters: 54 / 131 / 0.5175
path summary, 6_finish.rpt:
check | startpoint | endpoint | slack (ns) | cells past startpoint
setup / recovery | memread | rdata[10] | -0.17 | 5
hold / removal | caddress[0] | address[0] | 0.40 | 0
what timing repair did:
item                                    in CTS  in global routing
gates cloned                                 2                  0
endpoints found under the setup margin      49                 33
pin swaps                                   11                 11
setup buffers                               11                  0
hold buffers                                 0                  0
gates resized                              249                 46
through the flow:
| stage | cell area, um^2 | setup slack (ns) | hold slack (ns) |
|---|---|---|---|
| finish | 1848 | -0.1687 | 0.4000 |
| CTS | 1685 | -0.1782 | 0.4000 |
| detailed placement | 1678 | -0.9140 | 0.4000 |
| global placement | 1678 | -0.9080 | 0.4000 |
| global route | 1848 | -0.1918 | 0.4000 |
| floorplan | 788.3 | 0.1831 | 0.4129 |
power by group:
part	total [mW]	switching, mW	internal [mW]
combinational	0.672	0.161	0.511
sequential	0	0	0
clock	0	0	0
total	0.672	0.161	0.511
Power and IR drop assume default switching activity.
